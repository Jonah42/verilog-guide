File: design/flow/config.mk
export PLATFORM = sky130hd
export DESIGN_NAME = alu
export DESIGN_NICKNAME = alu
export VERILOG_FILES = /design/flow/design.v
export SDC_FILE = /design/flow/constraint.sdc
export NUM_CORES = 4
export LEC_CHECK = 1
export CORE_UTILIZATION = 30
File: design/flow/constraint.sdc
current_design alu

set clk_period 6.1
set clk_io_pct 0.2

create_clock -name clk0 -period $clk_period

set non_clock_inputs [all_inputs -no_clocks]
set_input_delay [expr $clk_period * $clk_io_pct] -clock clk0 $non_clock_inputs
set_output_delay [expr $clk_period * $clk_io_pct] -clock clk0 [all_outputs]
File: design/flow/design.v
`timescale 1ns / 1ps
module adder8(
	input [7:0] a,
	input [7:0] b,
	output reg [7:0] res
    );
always@(a, b) begin
	res <= a+b;
end
endmodule
`timescale 1ns / 1ps
module alu(
	input [3:0] OPCODE,
	input [7:0] A,
	input [7:0] B,
	output reg [7:0] RESULT
    );
wire [7:0] adder_res;
wire [7:0] adder_1_res;
wire [7:0] sub_res;
wire [7:0] sub_1_res;
wire [7:0] boolean_res;
wire [7:0] shifter_res;
adder8 adder(.a(A), .b(B), .res(adder_res));
adder8 adder_1(.a(A), .b(1), .res(adder_1_res));
sub8 subtractor(.a(A), .b(B), .res(sub_res));
sub8 subtractor_1(.a(A), .b(1), .res(sub_1_res));
boolean8 boolean(.a(A), .b(B), .res(boolean_res), .opcode(OPCODE));
shifter s(.a(A), .b(B), .res(shifter_res), .opcode(OPCODE[0]));
always@(*) begin
	if (OPCODE == 0 || OPCODE >= 4'b1011) RESULT <= A;
	else if (OPCODE == 4'b0001) RESULT <= adder_1_res;
	else if (OPCODE == 4'b0010) RESULT <= sub_1_res;
	else if (OPCODE == 4'b0011) RESULT <= adder_res;
	else if (OPCODE == 4'b0100) RESULT <= sub_res;
	else if (OPCODE >= 4'b0101 && OPCODE <= 4'b1000) RESULT <= boolean_res;
	else RESULT <= shifter_res;
end
endmodule
`timescale 1ns / 1ps
module boolean8(
	input [3:0] opcode,
	input [7:0] a,
	input [7:0] b,
	output reg [7:0] res
    );
always@(opcode, a, b) begin
	case (opcode)
		4'b0101: res <= a & b;
		4'b0110: res <= a | b;
		4'b0111: res <= a ^ b;
		4'b1000: res <= ~a;
		default: res <= 0;
	endcase
end
endmodule
`timescale 1ns / 1ps
module shifter(
	input opcode,
	input [7:0] a,
	input [7:0] b,
	output reg [7:0] res
    );
always@(a, b, opcode) begin
	if (opcode == 1) res <= a << b;
	else res <= a >> b;
end
endmodule
`timescale 1ns / 1ps
module sub8(
	input [7:0] a,
	input [7:0] b,
	output reg [7:0] res
    );
always@(a, b) begin
	res <= a - b;
end
endmodule
File: design/flow/run.sh
#!/bin/bash
# OpenROAD 26Q1-2900-gdf79404cd8, Yosys 0.63+post, stock flow scripts
make -C /OpenROAD-flow-scripts/flow DESIGN_CONFIG=/design/flow/config.mk WORK_HOME=/design/flow/orfs finish
==> run summary <==
Flow results follow.

The switching fraction of total power is 54.6%. The worst setup path is captured at an output pin. Per the slew report, the remaining headroom to the max-slew limit stands at a little under half.

The final weighted congestion in routability-driven placement is a little under 1. The post-synthesis instance area is around 0.0024 mm^2. Dividing the synthesized area by the synthesized cell count gives between 7 and 8 um^2.

The static leakage is about 1.1 nW. Relative to the synthesized area, the layout overhead comes to 15.3%. The ratio of cells with drive above 1 in the final layout is approximately 9%.

The tool flagged a number of max-cap violations equal to 0. The startpoint of the worst hold path is A[3]. The total of cells resized after clock tree synthesis is 0.

In this run, the combinational gates consume 100.0% of the power. The critical path endpoint has a required time of slightly below 5 ns. The endpoint with the worst hold slack is RESULT[3].

The largest net degree at the start of global routing is 20. The post-DP HPWL is roughly 6500 um. The via count of the first global-routing pass is 2,470. Looking at the critical path, the highest net fanout was 11. The last timing report of the flow puts the setup violation total at 0. The critical path in the final layout is reported with a setup slack of 0.684 ns.

The placeable core area is 0.00773 mm^2. The flow ran to the end, and the final reports show no timing, DRC or antenna violations. The floorplan has 32 rows. met2 track demand over resource after global routing is between 30 and 40%. The final-layout fill cell count is 822. The switching power is between 0.0001 and 0.00015 W. The power share of the sequential group is 0%.

The violation count after the first detailed-routing iteration is 221. The sequential cell area fraction in the yosys report is 0%. STA reports the tightest min-delay check as being of type in -> out. The internal power is 0.0000968 W.

The cell count of the worst hold path is 5. The total count of hold-check failures in the final report is 0. The number of nets with antenna violations after routing is 0. The time the final worst path needs with I/O delays and setup is around 5.4 ns. Per the detail_route report, vias per standard cell equal slightly below 6. Per the layout area report, the combinational gate area comes to between 0.002 and 0.0025 mm^2. The chip occupies about 0.0084 mm^2.

The number of antenna violations at the first check in global routing is 0. In this run the VDD rail shows a maximum IR drop of ~0.000032 V. Adding up every negative setup slack in the final design gives 0 ns.

Setup repair after global routing left no endpoint under its margin. The final standard cell utilization of the core is 35.8%. Buffers inserted to repair hold after CTS numbered 0. The critical path is of the in -> out type. For this run, the script counts the antenna cells in the layout as 0. The average wire length per cell after detail routing is 18.2 um. In the finished design the tool counted flip-flops and latches totalling 0. The width of the die is approximately 90 um. Global routing used between 30% and 40% of the available met1 tracks. The clock buffer count is 0. The count of unique library cells instantiated by Yosys is 64.

The total routing usage reported by global routing is 20.4%. The number of warnings the tools reported is ~48. The count of pins on the block boundary is 28. The pre-CTS setup slack is ~0.72 ns. The global routing usage on met3 is 2.04%.

Post-synthesis, Yosys gives the total cell area as roughly 0.0024 mm^2. The number of input and output port buffers inserted is 28. The first-pass GRT wire length is between 10,000 and 15,000 um. The sequential cells in the finished layout cover a total of 0 um^2. For this design the ratio of total power to cell area is slightly below 80 mW/mm^2.

In this run the vertical extent of the chip is approximately 91 um. Timing would allow up to between 150 and 200 MHz. The share of the cycle needed by the critical path after routing is around nine tenths. The length of the first detailed-routing pass in iterations is 7. Post-CTS timing repair inserted 0 buffers for setup.

The cell count after synthesis came out at around 330. The most used routing layer in global routing is met2. The synthesis report lists the Yosys warning total as 7. The share of the core filled by cells before placement is between 30 and 40%. Yosys stat counts around 330 cells in the synthesized netlist. The slew at the pin closest to its max-slew limit is 0.790 ns. The data arrival time reported for the critical path is ~4.2 ns. Per the GRT congestion report, total overflow comes to 0. The clock network power share is 0%. The routed layout has 2,669 vias. The overall routed net length is 8220 um. For reference, the final report shows the max-slew violation count at 0. The script parses the final routing iteration and logs DRC violations as 0. The kind of start point of the critical path is an input port.
## power groups by stage
stage	sequential, W	clock [W]	combinational (W)
finish	0	0	0.000213
CTS	0	0	0.000212
global route	0	0	0.000234
## metal layers
metal | wire, um | share of wire, %
met4 | 269 | 3.3
met3 | 593 | 7.2
met2 | 3550 | 43
met5 | 0 | 0
met1 | 3800 | 46
## kinds of logic after synthesis
kind of cell / share of synthesized area [%]
XOR/XNOR: 5.11
adder cells (fa/ha/maj): 14.7
AND/OR/NAND/NOR: 24.6
buffers and inverters: 10.3
multiplexers: 13.4
AND-OR/OR-AND: 31.8
## placed cells by master (no fill, tap or decap), types with 2 or more instances in the layout
master / count
a21o_1: 4
xnor2_1: 10
nor3_1: 9
nor4b_1: 2
mux2i_1: 12
o311ai_0: 2
o31ai_1: 2
fa_1: 2
clkdlybuf4s50_1: 28
nor4_1: 2
buf_4: 16
nor2b_1: 8
o221ai_1: 2
mux4_1: 6
a31oi_1: 9
nor4_2: 2
a21oi_2: 3
a221oi_1: 5
nand3_1: 7
a22oi_1: 2
a211oi_1: 3
o21ai_0: 20
xor2_1: 4
o22ai_1: 10
nand4_1: 4
inv_1: 23
nor2_1: 29
and3_1: 8
mux4_2: 2
nand3b_1: 2
a221o_1: 2
nand2_1: 21
nand2b_1: 5
o211ai_1: 4
ha_1: 25
a21oi_1: 27
a2111oi_2: 2
## worst max path at each step
stage	startpoint	endpoint	slack [ns]	cells after the start
CTS	A[0]	RESULT[6]	0.68	12
global route	A[0]	RESULT[6]	0.53	12
finish	A[0]	RESULT[6]	0.68	12
## cells in the mapped netlist (all sizes together), types with 2 or more instances
| cell type | number | area, um^2 |
|---|---|---|
| nand4 | 4 | 25.0 |
| buf | 21 | 135 |
| a22oi | 2 | 15.0 |
| a221oi | 5 | 43.8 |
| o211ai | 4 | 30.0 |
| nor2b | 8 | 50.1 |
| nand3 | 7 | 35.0 |
| clkbuf | 7 | 26.3 |
| mux2i | 12 | 120 |
| nor3 | 9 | 45.0 |
| a21oi | 30 | 161 |
| o21ai | 21 | 105 |
| nand2 | 21 | 78.8 |
| a31oi | 9 | 56.3 |
| a221o | 2 | 20.0 |
| o22ai | 10 | 62.6 |
| nor4b | 3 | 41.3 |
| and2 | 2 | 12.5 |
| a2111oi | 3 | 57.6 |
| a211oi | 3 | 22.5 |
| nor4 | 4 | 37.5 |
| and3 | 8 | 50.1 |
| nand3b | 2 | 15.0 |
| nand2b | 5 | 31.3 |
| o31ai | 2 | 15.0 |
| ha | 25 | 313 |
| o311ai | 2 | 17.5 |
| o221ai | 2 | 17.5 |
| xnor2 | 10 | 87.6 |
| nor2 | 30 | 115 |
| xor2 | 4 | 35.0 |
| a21o | 4 | 30.0 |
| inv | 23 | 86.3 |
| fa | 2 | 40.0 |
| mux4 | 8 | 203 |
## area by class of cell
type	count	area share, %
multi-input combinational	282	77.8
timing repair buffer	44	14.5
tap	102	4.61
inverter	23	3.12
## worst max-delay path, stage by stage
cell and delay [ns]:
clkdlybuf4s50_1 0.46, buf_4 0.17, inv_1 0.13, ha_1 0.25, fa_1 0.42, o21bai_1 0.15
a21oi_1 0.13, o31ai_1 0.26, mux2i_1 0.23, o211ai_1 0.10, nor3_1 0.19, clkdlybuf4s50_1 0.49
## stage by stage
| step | cell area (um^2) | power, W | hold WS [ns] | cells |
|---|---|---|---|---|
| 2_1_floorplan | 2400 | 0.000141 | 2.69 | 333 |
| 5_1_grt | 2770 | 0.000234 | 3.82 | 451 |
| 6_report | 2770 | 0.000213 | 3.73 | 451 |
| 3_5_place_dp | 2770 | 0.000211 | 3.73 | 451 |
| 3_3_place_gp | 2770 | 0.000212 | 3.73 | 451 |
| 4_1_cts | 2770 | 0.000212 | 3.74 | 451 |
Power is estimated from default activity; no workload was simulated.
